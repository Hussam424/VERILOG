===== flow/design.v =====
module FullAdd4(                 	
    input [3:0] A,
    input [3:0] B,
    input Cin,			
    output wire [3:0]Sum,
    output wire Cout);
wire [4:0]C;
assign C[0]=Cin;
genvar i;
generate 
	 for (i=0;i<4;i=i+1) begin
:full_adder_loop FullAdder FA(
		.A(A[i]),
		.B(B[i]),
		.Cin(C[i]),
		.Sum(Sum[i]),
		.Cout(C[i+1])
	);
end 
endgenerate
assign Cout =C[4];  
endmodule 
module FullAdder (
input A,
input B,
input Cin,
output Sum,
output Cout
);
assign Sum = A^ B^Cin;
assign Cout = (A&B)|(Cin &(A^B));
endmodule   

===== flow/config.mk =====
export PLATFORM = sky130hd
export DESIGN_NAME = FullAdd4
export DESIGN_NICKNAME = FullAdd4
export VERILOG_FILES = /design/flow/design.v
export SDC_FILE = /design/flow/constraint.sdc
export NUM_CORES = 4
export LEC_CHECK = 1
export CORE_AREA = 10 10 70 70
export DIE_AREA = 0 0 80 80

===== flow/constraint.sdc =====
current_design FullAdd4

set clk_period 3.0
set clk_io_pct 0.2

create_clock -name clk0 -period $clk_period

set non_clock_inputs [all_inputs -no_clocks]
set_input_delay [expr $clk_period * $clk_io_pct] -clock clk0 $non_clock_inputs
set_output_delay [expr $clk_period * $clk_io_pct] -clock clk0 [all_outputs]

===== flow/run.sh =====
#!/bin/bash
# OpenROAD 26Q1-2900-gdf79404cd8, Yosys 0.63+post, stock flow scripts
make -C /OpenROAD-flow-scripts/flow DESIGN_CONFIG=/design/flow/config.mk WORK_HOME=/design/flow/orfs finish

==> run notes <==
Results of an implementation run.

The core box area is 3416 sq um. The post-route antenna net violation count is 0. In the finished layout, the clock tree contains a buffer count of 0.

After clock tree synthesis, the setup repair step added 0 buffers. STA classifies the critical path startpoint as a primary input. The final route contains 131 vias. The number of sequential cells in the layout is 0. STA classifies the critical path endpoint as a primary output. For this run, the total global-route usage over all layers was measured as 0.01415. The final antenna diode count is 0. The static leakage is 0.1330 nW. The wire length per cell after detailed routing is 5.973 um.

The floorplan die width is 80 um. After synthesis the cells add up to 147.6 sq um. The share of the Yosys chip area taken by registers is 0. The number of global-route vias before repair is 174. Per the post-synthesis report, the number of cells in the design is 18. The number of rows in the core area is 21. The area of the die is 6400 sq um. The synthesized netlist has a Yosys-reported chip area of 147.6 sq um. The run finished with clean final reports.

The largest net degree at the start of global routing is 2. The number of detailed-route iterations in the first pass is 1. The final instance area is 300.3 sq um. The cell type with the largest total area after synthesis is sky130_fd_sc_hd__fa_1. The global-route wire length before repair is 738 um. The initial antenna violation count is 0.

The worst hold path was traced through 5 stages. Per STA, the worst path accumulates the most delay in the family adder cells. Summing over the stages, the warning tally comes to 32.

The boundary pin count is 14. The logic depth of the worst path, buffers included is 10. Setup repair after global routing left no endpoint under its margin. The yosys warning tally is 0. After its last routability iteration, the placer logged a weighted congestion of 0.7800. Once placement finished, the instance area stood at 315.3 sq um. The chip height is 80 um. The data arrival time of the worst path is 2.30 ns. In the post-route report, total wirelength is listed as 442 um.

The largest individual stage delay along the critical path comes from the cell sky130_fd_sc_hd__fa_2. The number of cell instances after yosys synthesis is 18. The final clock period utilization by the worst path is 0.9657. The worst path needs 2.897 ns of the cycle, external delays included. The first routing iteration left 0 violations. The dominant cell by count in the synthesized netlist is sky130_fd_sc_hd__inv_1. The number of different library cells in the post-synthesis netlist is 3. The remaining design rule violation count is 0. The power density normalized to cell area is 140.3 nW/um^2.

The combinational gate area is 90.09 sq um. The quantity of hold-fixing buffers added after cts is 0. The fraction of layout cells with a size suffix above 1 is 0.5000. The hold violation total from the final report is 0. The cell sequence reported for the critical path is buf_2 > inv_2 > fa_2 > inv_2 > fa_2 > fa_2 > inv_2 > fa_2 > inv_2 > buf_2. For reference, the top cells by area after synthesis are sky130_fd_sc_hd__fa_1 (54%), sky130_fd_sc_hd__inv_1 (25%), sky130_fd_sc_hd__buf_4 (20%).

The placement report lists the number of port buffers as 14. On the worst path, the slowest cell contributes a delay of 0.43 ns. Across the VDD grid, the largest voltage drop is 0.03002 mV. The average vias per placed instance is 1.770. Final hold analysis gives a worst-case slack of 1.966 ns. Together, buffers and inverters on the worst path number 6.

The max-slew violation count is 0. The worst max-slew margin expressed relative to the limit is 0.9333. Summed over all layers, the global routing overflow is 0. Along the worst path, the maximum fanout reaches 1. The design draws 0.04214 mW. The number of failing setup endpoints in the final timing report is 0.

From synthesis to final layout, the design area changed by 103.4%. The tally of max-capacitance violations is 0. Per the post-synthesis stats, the area per cell is 8.202 sq um. The footprint of the flip-flops and latches is 0 sq um. According to the timing report, the data required time at the worst endpoint equals 2.40 ns.

Static timing analysis puts the maximum clock frequency at 0.3452 GHz. The transition at the pin with the smallest max-transition slack is 0.09978 ns. The estimated wirelength of the detail-placed design is 429.7 um. Counting instances in the post-synthesis netlist gives the leading cell types as sky130_fd_sc_hd__inv_1 (10), sky130_fd_sc_hd__buf_4 (4), sky130_fd_sc_hd__fa_1 (4). The path category of the worst min-delay check is in2out. The category of the critical setup timing path is in2out. In the final layout, the fill cell count is 412.

At the floorplan stage, the core utilization is reported as 0.04322. The area share of the largest cell type after synthesis is 0.5424.
## logic make-up (layout without fill, tap and decap cells)
family / Yosys count / count (layout) / share of synthesized area
adders and majority gates: 4 / 4 / 0.5424
buffers and inverters: 14 / 24 / 0.4577
## final timing paths
check	to	slack [ns]	from
setup / recovery	Sum[3]	0.10	A[0]
hold / removal	Sum[0]	1.97	Cin
## area by class of cell
type,instances,area share
Inverter,10,0.1250
Multi-Input combinational cell,4,0.3000
Timing Repair Buffer,14,0.3833
Tap cell,46,0.1917
## metrics by stage
step	TNS [ns]	instances	utilization	worst slack (ns)
after CTS	0	74	0.08791	0.01699
after detailed placement	-1.533	74	0.09231	-0.6856
after global placement	-1.437	74	0.09231	-0.6637
final	0	74	0.08791	0.1030
after floorplan	0	18	-	0.2232
after global routing	0	74	0.08791	0.006430
## report_power, final
group          total (mW)  internal, mW  switching, mW
Clock                   0             0              0
Combinational      0.0421        0.0278         0.0144
Sequential              0             0              0
## what timing repair did
item | in CTS | in global routing
pin swaps | 4 | 3
setup endpoints to repair | 4 | 1
hold endpoints to repair | 0 | 0
gates cloned | 0 | 0
gates resized | 28 | 0
## routing by layer
layer,vias to the layer above,track usage,share of wire
met1,58,0.02136,0.55
met2,13,0.02087,0.30
met4,0,0,0
met5,-,0,0
li1,60,-,-
met3,0,0.003409,0.14
## cell usage in the layout (no fill, tap or decap)
cell and n:
sky130_fd_sc_hd__fa_2 4, sky130_fd_sc_hd__inv_1 4, sky130_fd_sc_hd__dlygate4sd2_1 4, sky130_fd_sc_hd__buf_2 4, sky130_fd_sc_hd__inv_2 6, sky130_fd_sc_hd__clkdlybuf4s50_1 6
No activity file was given, so power comes from the tool's default toggle rates.
