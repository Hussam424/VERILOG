==> flow/design.v <==
module LS161a(
    input [3:0] D,         
    input CLK,             
    input CLR_n,           
    input LOAD_n,          
    input ENP,             
    input ENT,             
    output  reg [3:0]Q,         
    output RCO             
); 
    assign RCO = ENT & (&Q);
    always @(posedge CLK or negedge CLR_n) begin
        if (!CLR_n) begin
            Q <= 4'b0000;
        end else if (!LOAD_n) begin
            Q <= D;
        end else if (ENT && ENP) begin
            Q <= Q + 1;
        end
    end
endmodule
==> flow/run.sh <==
#!/bin/bash
# OpenROAD 26Q1-2900-gdf79404cd8, Yosys 0.63+post, stock flow scripts
make -C /OpenROAD-flow-scripts/flow DESIGN_CONFIG=/design/flow/config.mk WORK_HOME=/design/flow/orfs finish
==> flow/config.mk <==
export PLATFORM = sky130hd
export DESIGN_NAME = LS161a
export DESIGN_NICKNAME = LS161a
export VERILOG_FILES = /design/flow/design.v
export SDC_FILE = /design/flow/constraint.sdc
export NUM_CORES = 4
export LEC_CHECK = 1
export CORE_AREA = 10 10 70 70
export DIE_AREA = 0 0 80 80
==> flow/constraint.sdc <==
current_design LS161a

set clk_period 2.0
set clk_io_pct 0.2

create_clock -name clk0 -period $clk_period [get_ports {CLK}]

set non_clock_inputs [all_inputs -no_clocks]
set_input_delay [expr $clk_period * $clk_io_pct] -clock clk0 $non_clock_inputs
set_output_delay [expr $clk_period * $clk_io_pct] -clock clk0 [all_outputs]
==> deck_impl_summary.md <==
Physical Implementation Snapshot

Placed design
  • IO buf count: 13
  • Routability cong.: 0.769
  • Pre-CTS setup slack: 0.0658 ns

Finish
  • Leading registers by flop count: Q: 4 flops
  • Most used logic cell in the final layout: clkdlybuf4s50_1
  • Most frequent cells in the layout: 13 x clkdlybuf4s50_1, 4 x dfrtp_1, 4 x nor2_1
  • Final Util: 12.6%
  • Layout cells sized above 1: 15.4%
  • Max FFs per register: 4
  • Largest register by flop count: Q
  • Layout area overhead: 98.3%

Final timing
  • Final Cycle Share: 96.7%
  • Post-route minimum period: 1.93 ns
  • Max-slew headroom: 81.4%
  • Fin Clk Skew: 0.00244 ns
  • Worst setup margin: 0.0653 ns
  • Pins Over Slew Limit: 0
  • Final setup violation count: 0
  • RSZ-0062 raised after global routing: no
  • Final Hold Vio Count: 0
  • Worst Tran Pin Value: 0.278 ns
  • Max frequency: 517 MHz
  • Setup TNS: 0 ns

Detailed routing
  • DR vias/cell: 2.59
  • Drt drc: 0
  • Detailed Routing Iterations Pass 1: 2
  • Initial DRC Count: 14
  • Total wire length: 756 um
  • Wire per inst: 8.89 um
  • Diodes inserted: 0
  • Via count: 220
  • Antenna-violating nets left: 0

Critical path
  • Top cell by count, worst path: clkdlybuf4s50_1
  • CP cell instances: clkdlybuf4s50_1, and4_2, clkdlybuf4s50_1
  • Crit path DRT: 1.60 ns
  • Slowest cell delay on critical path: 0.47 ns
  • Kind of end point of the critical path: output pin
  • Startpoint types: input pin
  • Critical path class: in -> out
  • Crit path max fanout: 2
  • Crit path max-delay cell type: clkdlybuf4s50_1
  • Arr. time, crit path: 1.53 ns

Clock tree
  • Clk slew on worst S/H paths: 0.04 ns
  • Later-pin clock latency in the skew report: 0.24 ns
  • CTS Buf Count: 3
  • Clock Tree Buf Depth: 2
  • H-tree levels: 1
  • CTS tree: yes
  • Root Driver: clkbuf_4
  • TritonCTS Sinks: 4
  • Post-CTS Hold Fix Bufs: 0
  • CTS resizes: 0
  • Setup Buffers After CTS: 0

Pwr
  • Pwr Density: 629 mW/mm2
  • Int Pwr: 204 uW
  • Worst VDD drop: 0.154 mV
  • Clock share of power: 36.9%
  • Total Power: 271 uW
  • P_sw: 67.5 uW
  • Switching share of power: 24.9%
  • Logic pwr share: 25.5%
  • Leak pwr: 0.000159 uW
  • Sequential Power Share: 37.6%

Yosys
  • Seq share, synth: 46.0%
  • Yosys stat cell total: 23
  • Mapped cell area: 218 um2
  • Average size of a mapped cell: 9.47 um2
  • Cell Type Count: 13
  • Syn. warnings: 1
  • Post-Syn Instances: 23
  • Area reported by Yosys stat: 218 um2
  • Yosys reg bits: 4

Floorplan
  • Chip Width: 80 um
  • Num rows: 21
  • Chip height: 80 um
  • FP Core Util: 6.37%
  • Core Area: 0.00342 mm2
  • Total die size: 0.00640 mm2
  • IO Pins: 14

Global route
  • First-pass GRT wire length: 1190 um
  • Vias in the first global route: 233
  • Largest net degree at the start of global routing: 9
  • GRT Resource Usage Total: 2.55%
  • Grt ovf: 0
  • Initial antenna violation count: 0

Min path
  • Min-delay worst type: in -> async

Status
  • Status: finished, final reports clean

Run
  • MaxCap Viol Count: 0
  • Tool warnings: 25
-- Yosys cell counts --
cell type / n / area [um2]
o21ai_0: 1 / 5.00
nand2_2: 1 / 6.26
mux2i_1: 1 / 10.0
dfrtp_1: 4 / 100
ha_1: 1 / 12.5
nand3_1: 2 / 10.0
clkbuf_1: 1 / 3.75
a21oi_1: 3 / 15.0
xor2_1: 2 / 17.5
or3_1: 1 / 6.26
nor2_1: 4 / 15.0
and4_2: 1 / 10.0
a31oi_1: 1 / 6.26
-- final timing paths --
| path | startpoint | to | slack [ns] | cells after the start |
|---|---|---|---|---|
| max in group asynchronous | CLR_n | Q[1] | 1.47 | 1 |
| worst min register to register | Q[3] | Q[3] | 0.60 | 2 |
| worst max register to register | Q[0] | Q[2] | 0.89 | 4 |
| min in group clk0 | Q[3] | Q[3] | 0.60 | 2 |
| worst max-delay path | ENT | RCO | 0.07 | 3 |
| worst min-delay path | CLR_n | Q[3] | 0.36 | 1 |
-- critical path, delay by kind of cell --
family | cells | cell delay (ns)
buffers and inverters | 2 | 0.92
and+or+nand+nor | 1 | 0.21
-- per-layer routing --
layer	track usage, %	wire [um]	vias to the layer above
li1	-	-	115
met2	2.09	142	17
met4	0.176	0	0
met3	4.09	239	0
met5	0	0	-
met1	3.15	374	88
-- power by group through the flow --
stage	Combinational (uW)	Clock [uW]	Sequential, uW
global route	77.4	107	104
CTS	68.8	103	102
finish	69.2	100	102
-- layout make-up --
class | instances | area (um2)
sequential | 4 | 100
fill | 391 | 2980
multi-input combinational | 18 | 114
timing repair buffer | 14 | 138
tap | 46 | 57.6
clock buffer | 3 | 22.5
-- cells by family after synthesis --
family	share of synthesized area, %
AND-OR/OR-AND	12.1
XOR/XNOR	8.05
adder cells (fa/ha/maj)	5.75
buffers and inverters	1.72
flip-flops	46.0
multiplexers	4.60
AND/OR/NAND/NOR	21.8
-- metrics by stage --
step | hold WS, ns | cells | area [um2]
after global routing | 0.366 | 85 | 432
after global placement | 0.577 | 82 | 409
after detailed placement | 0.590 | 82 | 409
after floorplan | 0.104 | 23 | 218
after CTS | 0.363 | 85 | 432
final | 0.365 | 85 | 432
Power figures rest on the tool's default switching activity, not on a simulated workload.
